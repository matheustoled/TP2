**/design/flow/design.v**
```verilog
module ControladorLED (
    input clk,
    input reset,
    input controlar_led,
    output reg led
);
    always @(posedge clk or posedge reset) begin
        if (reset) begin
            led <= 0;
        end else begin
            led <= controlar_led;
        end
    end
endmodule
module Controlador (
    input clk,
    input reset,
    input insere,
    input [3:0] entrada,
    output reg [3:0] estadoatual,
    output reg [3:0] proximoestado,
    output reg controlar_led
);
    localparam inicial = 4'b0000;
    localparam path1 = 4'b0001;
    localparam path2 = 4'b0010;
    localparam path3 = 4'b0011;
    localparam path4 = 4'b0100;
    localparam path5 = 4'b0101;
    localparam path6_sucesso = 4'b0110;
    localparam path1_e = 4'b0111;
    localparam path2_e = 4'b1000;
    localparam path3_e = 4'b1001;
    localparam path4_e = 4'b1010;
    localparam path5_e = 4'b1011;
    localparam path6_e = 4'b1100;
    localparam path7_parcial = 4'b1101;
    localparam falha = 4'b1110;
    always @(posedge clk or posedge reset) begin
        if (reset) begin
            estadoatual <= inicial;
        end else begin
            estadoatual <= proximoestado;
        end
    end
    always @(*) begin
        if(estadoatual == inicial) begin
        controlar_led = 0;
        end
        if (insere == 0) begin
            case (estadoatual)
                inicial: begin
                    controlar_led = 0;
                    if (entrada != 4'b0101) begin
                        proximoestado = path1_e;
                        controlar_led = 1;
                    end else if (entrada == 4'b0101) begin
                        proximoestado = path1;
                        controlar_led = 0;
                    end
                end
                path1: begin
                    if (entrada != 4'b1001) begin
                        proximoestado = path2_e;
                        controlar_led = 1;
                    end else if (entrada == 4'b1001) begin
                        proximoestado = path2;
                        controlar_led = 0;
                    end
                end
                path2: begin
                    if (entrada != 4'b0000) begin
                        proximoestado = path3_e;
                        controlar_led = 1;
                    end else if (entrada == 4'b0000) begin
                        proximoestado = path3;
                        controlar_led = 0;
                    end
                end
                path3: begin
                    if (entrada != 4'b0000) begin
                        proximoestado = path4_e;
                        controlar_led = 1;
                    end else if (entrada == 4'b0000) begin
                        proximoestado = path4;
                        controlar_led = 0;
                    end
                end
                path4: begin
                    if (entrada != 4'b0110) begin
                        proximoestado = path5_e;
                        controlar_led = 1;
                    end else if (entrada == 4'b0110) begin
                        proximoestado = path5;
                        controlar_led = 0;
                    end
                end
                path5: begin
                    if (entrada != 4'b0000) begin
                        proximoestado = path6_e;
                        controlar_led = 1;
                    end else if (entrada == 4'b0000) begin
                        proximoestado = path6_sucesso;
                        controlar_led = 0;
                    end
                end
                path6_sucesso: begin
                    proximoestado = path6_sucesso;
                end
                path1_e: begin
                    if(entrada != 4'b0101) begin
                        proximoestado = falha;
                    end else if (entrada == 4'b0101) begin
                        proximoestado = path2_e;
                    end
                end
                path2_e: begin
                    if(entrada != 4'b1001) begin
                        proximoestado = falha;
                    end else if (entrada == 4'b1001) begin
                        proximoestado = path3_e;
                    end
                end
                path3_e: begin
                    if(entrada != 4'b0000) begin
                        proximoestado = falha;
                    end else if (entrada == 4'b0000) begin
                        proximoestado = path4_e;
                    end
                end
                path4_e: begin
                    if(entrada != 4'b0000) begin
                        proximoestado = falha;
                    end else if (entrada == 4'b0000) begin
                        proximoestado = path5_e;
                    end
                end
                path5_e: begin
                    if(entrada != 4'b0110) begin
                        proximoestado = falha;
                    end else if (entrada == 4'b0110) begin
                        proximoestado = path6_e;
                    end
                end
                path6_e: begin
                    if(entrada != 4'b0000) begin
                        proximoestado = falha;
                    end else if (entrada == 4'b0000) begin
                        proximoestado = path7_parcial;
                    end
                end
                path7_parcial: begin
                    proximoestado = path7_parcial;
                end
                falha: begin
                    proximoestado = falha;
                end
            endcase
        end else begin
            proximoestado = estadoatual;
        end
    end
endmodule
module MapeamentoDisplay (
    input [3:0] entrada,
    input [3:0] estado, 
    output reg [6:0] display1);
    always @(*) begin
        case (entrada)
            4'b0000: display1 = 7'b0000001;
            4'b0001: display1 = 7'b1001111;
            4'b0010: display1 = 7'b0010010;
            4'b0011: display1 = 7'b0000110;
            4'b0100: display1 = 7'b1001100;
            4'b0101: display1 = 7'b0100100;
            4'b0110: display1 = 7'b0100000;
            4'b0111: display1 = 7'b0001111;
            4'b1000: display1 = 7'b0000000;
            4'b1001: display1 = 7'b0000100;
            default: display1 = 7'b1111110;  
        endcase
        case(estado)
            4'b0110: display1 = 7'b0100100;  
            4'b1101: display1 = 7'b0011000;  
            4'b1110: display1 = 7'b0111000;  
        endcase
    end
endmodule
module top_module (
    input clk,
    input reset,
    input insere,
    input [3:0] entrada,
    output [6:0] display1,
    output led
);
    wire [3:0] estadoatual;
    wire [3:0] proximoestado;
    wire controlar_led;
    Controlador controlador_inst (
        .clk(clk),
        .reset(reset),
        .insere(insere),
        .entrada(entrada),
        .estadoatual(estadoatual),
        .proximoestado(proximoestado),
        .controlar_led(controlar_led)
    );
    MapeamentoDisplay mapeamentodisplay_inst (
        .entrada(entrada),
        .estado(estadoatual),
        .display1(display1)
    );
    ControladorLED controladorled_inst (
        .clk(clk),
        .reset(reset),
        .controlar_led(controlar_led),
        .led(led)
    );
endmodule
```
**/design/flow/run.sh**
```bash
#!/bin/bash
# OpenROAD 26Q1-2900-gdf79404cd8, Yosys 0.63+post, stock flow scripts
make -C /OpenROAD-flow-scripts/flow DESIGN_CONFIG=/design/flow/config.mk WORK_HOME=/design/flow/orfs finish
```
**/design/flow/config.mk**
```make
export PLATFORM = sky130hd
export DESIGN_NAME = top_module
export DESIGN_NICKNAME = top_module
export VERILOG_FILES = /design/flow/design.v
export SDC_FILE = /design/flow/constraint.sdc
export NUM_CORES = 4
export LEC_CHECK = 1
export CORE_AREA = 10 10 86 86
export DIE_AREA = 0 0 96 96
```
**/design/flow/constraint.sdc**
```tcl
current_design top_module

set clk_period 2.4
set clk_io_pct 0.2

create_clock -name clk0 -period $clk_period [get_ports {clk}]

set non_clock_inputs [all_inputs -no_clocks]
set_input_delay [expr $clk_period * $clk_io_pct] -clock clk0 $non_clock_inputs
set_output_delay [expr $clk_period * $clk_io_pct] -clock clk0 [all_outputs]
```
==> flow_summary.ini <==
; flow metrics
[logic_synthesis]
avgSynthCellArea_sq_um = 6.78
synth-async-reset-ratio = 0.500
yosys.area_share.adder = 0.0520
ys_sh_mux = 0.0208
flop_cell = dlxtn_1
synth_warnings = 10
edf_count = 0
ys_cells = 142
ys_types = 40
ys_sh_aoi = 0.341
synthCells = 142
xor_area_frac = 0
ys.flops = 10
logic_family = AND-OR/OR-AND gates
simple_gate_area_frac = 0.282
synthesis.area_sq_um = 962
yosys.stat.chipArea_sq_um = 962

[global_routing]
grt_pass1_vias = 968
grt_usage = 0.0589
gr-total-overflow = 0
antenna_found_initial = 0
grt_start_max_net_pins = 20
grt_first_pass_wirelength_microns = 4550

[worst_setup_path]
cp_num_cells = 6
crit_buf_inv = 3
critPathCaptureType = primary output
arrival_ps = 1800
path_max_fanout = 8
worstPathCellList = dlygate4sd2_1, buf_4, nand2b_1, nor2_1, nor3_1, clkdlybuf4s50_1
cpMaxStageDelayCell = clkdlybuf4s50_1
cpPeakStageDelay_ps = 490
critPathTopFamily = buffers and inverters
cp-start-kind = input pin
criticalPathCategory = in2out
required_ps = 1920

[power]
power-per-cell-area_nw_per_um2 = 248
ir_worst_vdd_v = 0.000191
power_leakage_nw = 0.557
totalPowerFinal_uw = 335

[run]
warning_count = 28
drv_cap = 0

[sta]
untimed_endpoints = 10
min_period_over_period = 0.948
fin_hold_ws_ps = 470
fin_setup_tns_ps = 0
finalMaxSlewViolations = 0
setup_viol = 0
slew_headroom = 0.657
rsz0062_at_grt = false
fmax_ghz = 0.440
fin_crit_ps = 2280
hold_viol = 0
unclocked_pins = 5
worst_slew_pin_slew_ps = 511

[cts]
cts_root_buffer = clkbuf_8
cts_tree = yes
h-tree-depth = 1
clk_path_buf_depth = 2
cts_buffers = 3
ctsHoldBuffers = 0
cts_setup_buffers = 0
clk_pin_slew_ps = 30

[final_layout]
fill_cells = 608
area_growth_pct = 40.6
fin_area_sq_um = 1350
drive_gt1_frac = 0.238
final_cell_mix = 19 x a21oi_1, 19 x buf_4, 12 x nor2_1, 10 x nand2_1
fin_cells = 240

[routing]
detail-route-antenna-nets = 0
vias = 1092
post-route-drc-count = 0
dr.first_iter.drc_count = 130
wl_per_cell_microns = 11.1
wl_microns = 2660
num_antenna_cells = 0
viasPerCell = 4.55
drt_pass1_iterations = 4

[die]
die.size.x_microns = 96
die_y_microns = 96
chipArea_sq_um = 9220
initial_core_util = 0.174
core_area_sq_um = 5540
io_pins = 15
row_count = 27

[place]
place_area_sq_um = 1280
dp.cells = 236
place_congestion = 0.861
port_buffers = 14
hpwl_microns = 2080

[min_path]
min_path_type = in2async

[status]
run_status = complete, no violations
routing by layer:
metal  GRT usage  part of all wire
met1      0.0829              0.48
met2      0.0919              0.45
met3      0.0149             0.059
met4     0.00614            0.0098
met5           0                 0
through the flow:
| stage | utilization | worst slack (ps) |
|---|---|---|
| 2_1_floorplan | - | 514 |
| 3_3_place_gp | 0.231 | -520 |
| 3_5_place_dp | 0.231 | -535 |
| 4_1_cts | 0.245 | 6.18 |
| 5_1_grt | 0.244 | 26.3 |
| 6_report | 0.244 | 125 |
worst paths after layout:
kind	start	end	slack, ps
hold / removal	reset	controladorled_inst.led	470
setup / recovery	entrada[2]	display1[1]	120
max in group asynchronous	reset	controlador_inst.estadoatual[2]	1760
min in group clk0	controlador_inst.estadoatual[1]	display1[3]	1440
cells by family after synthesis:
kind of cell               Yosys count
latches                              5
DFF                                  5
AOI/OAI and AO/OA                   54
muxes                                2
and+or+nand+nor                     52
buffers and inverters               20
adders and majority gates            4
state kept, by name, summed over array words and instances (netlist names):
register	count
controladorled_inst.led	1
controlador_inst.proximoestado	4
controlador_inst.controlar_led	1
controlador_inst.estadoatual	4
synthesized netlist by cell type, drive strengths merged, types with 2 or more instances:
library cell  instances  area share
a211oi                3       0.023
and2                  2       0.014
nor4                  2       0.013
nor3                  5       0.026
or2                   2       0.013
nand2                10       0.039
o21ai                12       0.066
dfrtp                 5        0.13
buf                   8       0.049
dlxtn                 5       0.078
nor2                 12       0.047
a31oi                 5       0.033
a21o                  2       0.016
nand2b                8       0.052
inv                   8       0.031
a221oi                2       0.018
o22ai                 2       0.013
mux2i                 2       0.021
a21oi                21        0.11
clkbuf                4       0.016
nor2b                 2       0.013
ha                    4       0.052
nand3                 4       0.021
what timing repair did:
action                                  in CTS  in global routing
endpoints found under the setup margin       7                  3
pin swaps                                    3                  2
resized                                     24                  5
report_power, final:
group	total [mW]	internal [mW]	leakage (nW)	switching [mW]
combinational	0.0963	0.0504	0.437	0.0459
clock	0.151	0.114	0.0228	0.0375
sequential	0.0873	0.0866	0.0976	0.000664
total	0.335	0.251	0.557	0.0841
final cells by class:
| type | instances | area, sq um | area share |
|---|---|---|---|
| Multi-Input combinational cell | 112 | 714 | 0.528 |
| Timing Repair Buffer | 34 | 273 | 0.202 |
| Sequential cell | 10 | 200 | 0.148 |
| Tap cell | 72 | 90.1 | 0.0666 |
| Clock buffer | 4 | 45.0 | 0.0333 |
| Inverter | 8 | 30.0 | 0.0222 |
Power is estimated from default activity; no workload was simulated.
